==> flow/config.mk <==
export PLATFORM = sky130hd
export DESIGN_NAME = native_synth
export DESIGN_NICKNAME = native_synth
export VERILOG_FILES = /design/flow/design.v
export SDC_FILE = /design/flow/constraint.sdc
export NUM_CORES = 4
export LEC_CHECK = 1
export CORE_UTILIZATION = 50
==> flow/constraint.sdc <==
current_design native_synth

set clk_period 6.6
set clk_io_pct 0.2

create_clock -name clk0 -period $clk_period [get_ports {clk}]

set non_clock_inputs [all_inputs -no_clocks]
set_input_delay [expr $clk_period * $clk_io_pct] -clock clk0 $non_clock_inputs
set_output_delay [expr $clk_period * $clk_io_pct] -clock clk0 [all_outputs]
==> flow/design.v <==
`timescale 1ns / 1ps
module native_synth #(
    parameter N = 128,
    parameter WEIGHT_WIDTH = 4,
    parameter ACT_WIDTH = 4
)(
    input                        clk,
    input                        rst,
    input                        start,
    input [N*WEIGHT_WIDTH-1 : 0] i_weights_flat, 
    input [N*ACT_WIDTH-1 : 0]    i_acts_flat,
    output reg                   done,
    output reg [15:0]            result
);
    wire signed [WEIGHT_WIDTH-1:0] w_wire [0:N-1];
    wire signed [ACT_WIDTH-1:0]    a_wire [0:N-1];
    wire signed [7:0]             mul_wire [0:N-1];
    genvar i;
    generate
        for (i=0; i<N; i=i+1) begin : GEN_INPUT_MUL
            assign w_wire[i] = i_weights_flat[i*WEIGHT_WIDTH +: WEIGHT_WIDTH];
            assign a_wire[i] = i_acts_flat[i*ACT_WIDTH +: ACT_WIDTH];
            assign mul_wire[i] = $signed(w_wire[i]) * $signed(a_wire[i]);
        end
    endgenerate
    reg signed [8:0] add_stage1 [0:63];
    reg signed [9:0] add_stage2 [0:31];
    reg signed [10:0] add_stage3 [0:15];
    reg signed [11:0] add_stage4 [0:7];
    reg signed [12:0] add_stage5 [0:3];
    reg signed [13:0] add_stage6 [0:1];
    reg signed [14:0] add_stage7;
    integer k;
    always @(posedge clk) begin
        for (k=0; k<64; k=k+1) 
            add_stage1[k] <= mul_wire[2*k] + mul_wire[2*k+1];
        for (k=0; k<32; k=k+1) 
            add_stage2[k] <= add_stage1[2*k] + add_stage1[2*k+1];
        for (k=0; k<16; k=k+1) 
            add_stage3[k] <= add_stage2[2*k] + add_stage2[2*k+1];
        for (k=0; k<8; k=k+1)  
            add_stage4[k] <= add_stage3[2*k] + add_stage3[2*k+1];
        for (k=0; k<4; k=k+1)  
            add_stage5[k] <= add_stage4[2*k] + add_stage4[2*k+1];
        for (k=0; k<2; k=k+1)  
            add_stage6[k] <= add_stage5[2*k] + add_stage5[2*k+1];
        add_stage7 <= add_stage6[0] + add_stage6[1];
    end
    reg [6:0] valid_pipe; 
    always @(posedge clk) begin
        if (rst) begin
            valid_pipe <= 0;
            done <= 0;
            result <= 0;
        end else begin
            valid_pipe <= {valid_pipe[5:0], start};
            if (valid_pipe[6]) begin
                done <= 1;
                result <= {add_stage7[14],add_stage7};
            end else begin
                done <= 0;
            end
        end
    end
endmodule
==> flow/run.sh <==
#!/bin/bash
# OpenROAD 26Q1-2900-gdf79404cd8, Yosys 0.63+post, stock flow scripts
make -C /OpenROAD-flow-scripts/flow DESIGN_CONFIG=/design/flow/config.mk WORK_HOME=/design/flow/orfs finish
==> impl_metrics.yaml <==
# physical design summary
synth:
  synthAoiAreaFrac: 0.07120
  fa_ha_area_frac: 0.4549
  netlist_instances: 15400
  yosys-stat-area_um2: 147500
  synth.avg_cell_area_um2: 9.581
  muxShareOfSynthArea: 0.01063
  top_logic_kind: "adder cells"
  synth_area_um2: 147500
  ys_types: 65
  async_flop_share: 0
  simple_gate_area_frac: 0.1274
  yosys_most_used_dff: "dfxtp_1"
  edf_count: 0
  ys_ff: 1286
  ys_cells: 15400
  top_area_frac: 0.2777
  topCellsByArea: "fa_1 (28%), ha_1 (18%), dfxtp_1 (17%)"
  yosysWarnings: 7
  yosysSeqAreaShare: 0.1745
  top_area_cell: "fa_1"
  xor_share: 0.07622
placement:
  hpwlAfterDp_mm: 285.1
  place_congestion: 0.9495
  placed_cells: 20350
  port_buffers: 1043
final_timing:
  whs_ns: 0.4341
  hold_viol: 0
  finalSetupViolCount: 0
  fmax_mhz: 205.1
  rsz0062_at_grt: "false"
  tightest_slew_ns: 0.8106
  skew_ns: 0.02511
  slew_viol_final: 0
  fin_crit_sh: 0.7387
  slew_headroom: 0.4557
  min_period_ns: 4.876
  fin_tns_setup_ns: 0
setup_path:
  critPathTopFamily: "adder cells"
  worstSetupPathType: "input pin to flip-flop"
  start_kind: "input pin"
  cp.required_ns: 7.31
  crit_fanout: 13
  cpPeakStageDelay_ns: 0.83
  cp_slowest_cell: "clkdlybuf4s50_1"
  crit_buf_inv: 2
  cpMostUsedCell: "fa_1"
  worstPathArrival_ns: 5.59
  path_cells: "clkdlybuf4s50_1 -> nand2b_1 -> fa_1 -> fa_1 -> inv_1 -> fa_1 -> fa_1 -> ha_1 -> nand2_1 -> o21ai_0 -> nand3_1 -> and3_1 -> o21ai_0 -> xnor2_1"
  cp-end-kind: "flip-flop"
cts:
  clk_pin_slew_ns: 0.06
  ctsResizeCount: 0
  cts_num_sinks: 1286
  cts_setup_buffers: 0
  cts_root_buf: "clkbuf_16"
  clk_latency_ns: 0.79
  cts-htree-levels: 4
  tritoncts: "done"
  postCtsHoldBufs: 0
  max-clock-path-buffers: 3
  cts_made_buffers: 153
routing:
  viasPerCell: 4.757
  routedWlPerCell_um: 15.55
  ant_nets: 0
  first_iter_violations: 3411
  drc: 0
  via_count: 98440
  wl_mm: 321.8
  drt_first_pass_iters: 36
floorplan:
  fp.dieW_um: 545.2
  core.rowCount: 199
  initCoreUtil: 0.5022
  die_h_um: 545.2
  core_area_um2: 293800
  die-area_um2: 297300
  io_pins: 1044
global_route:
  grt_pass1_wl_mm: 534.3
  grt_pass1_vias: 102600
  busiest_layer: "met2"
  grt_max_degree: 24
  overflow: 0
  grt.met1_usage: 0.3490
  met3_usage: 0.06275
  grt_util_all_layers: 0.2402
  grt_antenna_before_repair: 122
  grtUsageMet2: 0.3717
layout:
  lay_top_count: "inv_1"
  layout-drive-gt1-share: 0.03058
  area_delta_synth_final_pct: 14.19
  layout_top_cells: "inv_1 (3332), ha_1 (2089), fa_1 (2047), dfxtp_1 (1286), and2_1 (1133)"
  fin_cells: 20700
power:
  power_mw: 76.61
  power_density_nw_per_um2: 454.7
  p_leak_nw: 82.32
  peakVddDrop_v: 0.0002511
status:
  status: "finished, final reports clean"
flow_run:
  warnings: 215
  maxCapViolCount: 0
hold_path:
  hold_class: "flip-flop to flip-flop"
-- final timing paths --
kind,start,end,slack (ns),cells after the start
max,i_acts_flat[223],add_stage1[27][8],1.72,14
min,valid_pipe[0],valid_pipe[1],0.43,1
max reg2reg,add_stage2[1][0],add_stage3[0][8],4.01,9
min reg2reg,valid_pipe[0],valid_pipe[1],0.43,1
-- cells in the mapped netlist, drive strengths merged, types with 16 or more instances --
cell type	number
a21oi	486
nor3	199
a211o	47
nand3	89
mux2	125
ha	2089
a2111oi	20
o2bb2ai	23
o221a	23
nor2b	389
fa	2047
inv	3332
o21a	222
and3	58
mux2i	16
or2	79
nand2	742
a21o	108
xnor2	943
nand2b	380
o31a	21
o211ai	22
o21bai	45
and2	1133
dfxtp	1286
a21boi	56
a31oi	80
o21ai	476
xor2	341
nor2	408
-- cells by family (layout without fill, tap and decap cells) --
group,after synthesis,in the layout
AND-OR/OR-AND,1687,1687
multiplexers,141,141
flip-flops,1286,1286
buffers and inverters,3346,4659
adder cells (fa/ha/maj),4136,4136
AND/OR/NAND/NOR,3519,3519
other,0,65
XOR/XNOR,1284,1284
-- metrics by stage --
step	utilization	setup slack [ns]	cell area, µm²
6_report	0.5734	1.724	168500
5_1_grt	0.5732	1.475	168400
4_1_cts	0.5729	1.801	168300
3_5_place_dp	0.5543	0.9380	162900
3_3_place_gp	0.5543	0.9542	162900
2_1_floorplan	-	1.775	147500
-- registers in the layout (all words and copies together) (netlist names) --
signal and flops:
add_stage1 576, add_stage2 320, add_stage3 176, add_stage4 96
add_stage5 52, add_stage6 28, add_stage7 15, done 1
result 15, valid_pipe 7
-- metal layers --
layer  wire, µm  vias to the layer above
met5        513                        -
met4      11060                       82
met3      20680                      436
met2     148000                     1535
met1     141600                    46030
li1           -                    50360
-- layout make-up --
type,instances,area [µm²]
multi-input cells,10770,109200
well taps,3919,4903
flip-flops and latches,1286,25740
clock inverters,84,1160
clock buffers,196,4303
diodes,65,162.7
inverters,3332,12510
repair buffers,1047,10470
fillers,25900,125300
-- power breakdown --
| group | switching, mW | internal (mW) |
|---|---|---|
| logic | 28.2 | 24.1 |
| registers | 2.31 | 13.0 |
| clock network | 3.56 | 5.45 |
| total | 34.0 | 42.6 |
No activity file was given, so power comes from the tool's default toggle rates.

===== flow/run.sh =====
#!/bin/bash
# OpenROAD 26Q1-2900-gdf79404cd8, Yosys 0.63+post, stock flow scripts
make -C /OpenROAD-flow-scripts/flow DESIGN_CONFIG=/design/flow/config.mk WORK_HOME=/design/flow/orfs finish

===== flow/config.mk =====
export PLATFORM = sky130hd
export DESIGN_NAME = spike_array_synth
export DESIGN_NICKNAME = spike_array_synth
export VERILOG_FILES = /design/flow/design.v
export SDC_FILE = /design/flow/constraint.sdc
export NUM_CORES = 4
export LEC_CHECK = 1
export CORE_UTILIZATION = 30

===== flow/constraint.sdc =====
current_design spike_array_synth

set clk_period 7.9
set clk_io_pct 0.2

create_clock -name clk0 -period $clk_period [get_ports {clk}]

set non_clock_inputs [all_inputs -no_clocks]
set_input_delay [expr $clk_period * $clk_io_pct] -clock clk0 $non_clock_inputs
set_output_delay [expr $clk_period * $clk_io_pct] -clock clk0 [all_outputs]

===== flow/design.v =====
`timescale 1ns / 1ps
module spike_array_synth #(
    parameter N = 128,
    parameter BITWIDTH = 4   
)(
    input                        clk,
    input                        rst,
    input                        start,        
    input [N*4-1 : 0]            i_weights_flat, 
    input [N*BITWIDTH-1 : 0]     i_acts_flat,
    output reg                   done,         
    output reg [15:0]            result 
);
    localparam BATCH_NUM = 1024;
    wire signed [3:0]        w_wire [0:N-1];
    wire signed [BITWIDTH-1:0] a_wire [0:N-1];
    wire                     sign_wire [0:N-1];
    genvar t;
    generate
        for (t=0; t<N; t=t+1) begin : INPUT_LOGIC
            assign w_wire[t] = i_weights_flat[t*4 +: 4];
            wire [BITWIDTH-1:0] raw_act = i_acts_flat[t*BITWIDTH +: BITWIDTH];
            assign a_wire[t]    = raw_act[BITWIDTH-1] ? (~raw_act + 1) : raw_act;
            assign sign_wire[t] = raw_act[BITWIDTH-1] ? 1'b0 : 1'b1;
        end
    endgenerate
    wire signed [4:0] partial0 [0:N-1];
    wire signed [4:0] partial1 [0:N-1];
    wire signed [4:0] partial2 [0:N-1];
    wire signed [4:0] partial3 [0:N-1];
    genvar k;
    generate
        for (k=0; k<N; k=k+1) begin : PARTIAL_LOGIC
            assign partial0[k] = a_wire[k][0] ? (sign_wire[k] ? w_wire[k] : -w_wire[k]) : 5'sd0;
            assign partial1[k] = a_wire[k][1] ? (sign_wire[k] ? w_wire[k] : -w_wire[k]) : 5'sd0;
            assign partial2[k] = a_wire[k][2] ? (sign_wire[k] ? w_wire[k] : -w_wire[k]) : 5'sd0;
            assign partial3[k] = a_wire[k][3] ? (sign_wire[k] ? w_wire[k] : -w_wire[k]) : 5'sd0;
        end
    endgenerate
    reg signed [5:0] l1_tree0[0:63], l1_tree1[0:63], l1_tree2[0:63], l1_tree3[0:63];
    reg signed [6:0] l2_tree0[0:31], l2_tree1[0:31], l2_tree2[0:31], l2_tree3[0:31];
    reg signed [7:0] l3_tree0[0:15], l3_tree1[0:15], l3_tree2[0:15], l3_tree3[0:15];
    reg signed [8:0] l4_tree0[0:7],  l4_tree1[0:7],  l4_tree2[0:7],  l4_tree3[0:7];
    reg signed [9:0] l5_tree0[0:3],  l5_tree1[0:3],  l5_tree2[0:3],  l5_tree3[0:3];
    reg signed [10:0] l6_tree0[0:1],  l6_tree1[0:1],  l6_tree2[0:1],  l6_tree3[0:1];
    reg signed [15:0] sum_tree0, sum_tree1, sum_tree2, sum_tree3;
    integer i;
    always @(posedge clk) begin
        for(i=0; i<64; i=i+1) begin
            l1_tree0[i] <= partial0[2*i] + partial0[2*i+1];
            l1_tree1[i] <= partial1[2*i] + partial1[2*i+1];
            l1_tree2[i] <= partial2[2*i] + partial2[2*i+1];
            l1_tree3[i] <= partial3[2*i] + partial3[2*i+1];
        end
        for(i=0; i<32; i=i+1) begin
            l2_tree0[i] <= l1_tree0[2*i] + l1_tree0[2*i+1];
            l2_tree1[i] <= l1_tree1[2*i] + l1_tree1[2*i+1];
            l2_tree2[i] <= l1_tree2[2*i] + l1_tree2[2*i+1];
            l2_tree3[i] <= l1_tree3[2*i] + l1_tree3[2*i+1];
        end
        for(i=0; i<16; i=i+1) begin
            l3_tree0[i] <= l2_tree0[2*i] + l2_tree0[2*i+1];
            l3_tree1[i] <= l2_tree1[2*i] + l2_tree1[2*i+1];
            l3_tree2[i] <= l2_tree2[2*i] + l2_tree2[2*i+1];
            l3_tree3[i] <= l2_tree3[2*i] + l2_tree3[2*i+1];
        end
        for(i=0; i<8; i=i+1) begin
            l4_tree0[i] <= l3_tree0[2*i] + l3_tree0[2*i+1];
            l4_tree1[i] <= l3_tree1[2*i] + l3_tree1[2*i+1];
            l4_tree2[i] <= l3_tree2[2*i] + l3_tree2[2*i+1];
            l4_tree3[i] <= l3_tree3[2*i] + l3_tree3[2*i+1];
        end
        for(i=0; i<4; i=i+1) begin
            l5_tree0[i] <= l4_tree0[2*i] + l4_tree0[2*i+1];
            l5_tree1[i] <= l4_tree1[2*i] + l4_tree1[2*i+1];
            l5_tree2[i] <= l4_tree2[2*i] + l4_tree2[2*i+1];
            l5_tree3[i] <= l4_tree3[2*i] + l4_tree3[2*i+1];
        end
        for(i=0; i<2; i=i+1) begin
            l6_tree0[i] <= l5_tree0[2*i] + l5_tree0[2*i+1];
            l6_tree1[i] <= l5_tree1[2*i] + l5_tree1[2*i+1];
            l6_tree2[i] <= l5_tree2[2*i] + l5_tree2[2*i+1];
            l6_tree3[i] <= l5_tree3[2*i] + l5_tree3[2*i+1];
        end
        sum_tree0 <= l6_tree0[0] + l6_tree0[1];
        sum_tree1 <= l6_tree1[0] + l6_tree1[1];
        sum_tree2 <= l6_tree2[0] + l6_tree2[1];
        sum_tree3 <= l6_tree3[0] + l6_tree3[1];
    end
    reg signed [15:0] final_sum;
    always @(posedge clk) begin
        final_sum <= sum_tree0 + (sum_tree1 <<< 1) + (sum_tree2 <<< 2) + (sum_tree3 <<< 3); 
    end
    reg [8:0] valid_pipe;
    always @(posedge clk) begin
        if (rst) begin
            valid_pipe <= 0;
            result     <= 0;
            done       <= 0;
        end else begin
            valid_pipe <= {valid_pipe[7:0], start};
            if (valid_pipe[8]) begin
                result <= final_sum;
                done <= 1'b1; 
            end else begin
                done <= 1'b0;
            end
        end
    end
endmodule

==> impl_metrics.ini <==
; synthesis and place-and-route metrics
[worst_setup_path]
regToRegStartpoint = sum_tree2[1]
crit_path_max_fanout = 3
r2r-end = final_sum[15]
r2r_setup_slack_ns = 4.50
worstPathCellList = clkdlybuf4s50_1
critPathKind = reg2out
crit_family = flip-flops
worstPathRequired_ns = 6.32
slowest_stage = dfxtp_1
crit_arrival_ns = 2.10
critPathBufInv = 1
startpoint_type = register
slowest_delay_ns = 0.54
reg2reg_depth = 13
startpoint = result[14]
cp-end-kind = primary output

[synth]
avgSynthCellArea_um2 = 9.06
yosys-stat-area_mm2 = 0.220
ys_seq_share_pct = 32.5
ys_cells = 24300
flop_cell = dfxtp_1
ys_warn_count = 25
synth_area_mm2 = 0.220
edf_count = 0
ys_ff = 3570
async_flop_share_pct = 0
syn_inst = 24300
yosysUniqueCellTypes = 68

[drt]
routed_wl_um = 643000
vias = 161000
wire_per_inst_um = 18.1
vias_per_cell = 4.53
firstDrtPassIters = 6
drt_iter0_markers = 8408
ant_nets = 0
drc = 0

[place]
hpwl_um = 544000
dp_cells = 34700
pre_cts_ws_ns = 3.48
portBuffers = 1043
routabilityCongestion = 0.937

[timing]
fin_crit_ns = 3.68
final.setup.tns_ns = 0
max_slew_margin_pct = 20.1
worst_pin_slew_ns = 1.19
finalClockSkew_ns = 0.0903
setup_viol = 0
min_period_over_period_pct = 46.6
whs_ns = 0.326
finalHoldViolations = 0
max_freq_mhz = 272
finalMaxSlewViolations = 0
fin_ws_ns = 4.22
rsz0062_at_grt = false

[clock_tree]
cts_hold_buf = 0
cts.clk_slew.worst_paths_ns = 0.06
cts_setup_buffers = 0
htreeDepth = 5
cts_resized = 0
clock_path_buffers = 4
root_buffer = clkbuf_16
cts_buffers = 406
clkLatencyLatePin_ns = 1.01
cts.sinks = 3570
cts_tree = built

[final_layout]
area_delta_synth_final_pct = 16.3
drive_gt1_share_pct = 4.17
instances_no_fill = 35500

[pwr]
power_density_mw_per_mm2 = 347
leakage_nw = 125
ir_drop_mv = 0.358

[grt]
grt_start_max_net_pins = 27
grt_pass1_vias = 157000
grtUsageTotal_pct = 17.6
grt_pass1_wl_um = 956000
antenna_found_initial = 161
grt_overflow_total = 0

[status]
status = finished, final reports clean

[worst_hold_path]
min_path_type = reg2reg
hp-start = sum_tree0[0]
hold_end = final_sum[0]
holdPathStages = 0

[die]
die-area_mm2 = 0.737
fp-utilization_pct = 30.1
chipHeight_um = 859
io_pins = 1044
die_w_um = 859
core-area_mm2 = 0.731
num_rows = 314

[job]
drv_cap = 0
tool_warnings = 26
## placed cells by master (no fill, tap or decap), types with 49 or more instances in the layout
cell,instances
clkinv_2,67
mux2i_1,166
dfxtp_1,3570
clkbuf_8,58
clkbuf_16,409
nor2b_1,771
o21a_1,78
nand3_1,317
o21ai_0,709
xor2_1,469
o21bai_1,243
xnor2_1,2059
a31oi_1,82
a211oi_1,87
clkdlybuf4s50_1,1043
inv_1,3533
ha_1,3290
nor2_1,2358
a21oi_1,1570
o31ai_1,271
and2_1,84
a21o_1,948
clkbuf_1,52
fa_1,533
nand2_1,839
o211ai_1,105
nor3_1,303
a32oi_1,99
buf_4,49
a21boi_0,53
bufinv_16,50
a32o_1,335
diode_2,71
o22ai_1,65
nand2b_1,312
mux2_2,285
## worst max-delay path by stage
stage / to / depth (start not counted) / slack, ns
4_1_cts: result[13] / 1 / 4.09
5_1_grt: result[13] / 1 / 4.05
6_report: result[14] / 1 / 4.22
## metrics by stage
| stage | total power, mW | instance area, um^2 | utilization, % |
|---|---|---|---|
| detailed placement | 69.8 | 242000 | 33.0 |
| global placement | 69.7 | 242000 | 33.0 |
| CTS | 90.8 | 256000 | 35.0 |
| floorplan | 54.0 | 220000 | - |
| finish | 88.8 | 256000 | 35.0 |
| global route | 96.0 | 256000 | 35.0 |
## cell families after synthesis
kind of cell	count (synthesis)	synth area share, %
AOI/OAI and AO/OA	4772	14.1
buffers and inverters	3989	6.80
adders and majority gates	3823	23.5
muxes	451	2.21
xor gates and xnor gates	2528	10.1
and+or+nand+nor	5160	10.8
DFF	3570	32.5
## flip-flops by register name, summed over array words and instances (netlist names), 224 cells and up
name,cells
l2_tree1,224
l1_tree3,384
l2_tree3,224
l2_tree2,224
l1_tree0,384
l2_tree0,224
l1_tree1,384
l1_tree2,384
## power breakdown
part	switching [mW]	internal [mW]
Combinational	22.9	17.2
Clock	8.21	11.8
Sequential	3.91	24.7
## layout make-up
type	instances	area [um^2]
Fill cell	72200	475000
Multi-Input combinational cell	16700	134000
Sequential cell	3570	71500
Inverter	3533	13300
Tap cell	9796	12300
Clock buffer	519	11200
Timing Repair Buffer	1092	10800
Clock inverter	232	3170
Antenna cell	71	178
## routing by layer
metal,part of all wire (%),wire [um],track usage [%],vias up
li1,-,-,-,83400
met4,3.3,21500,4.58,70
met3,5.4,34800,3.19,912
met5,0.064,414,0,-
met1,47,300000,25.4,73500
met2,44,286000,27.7,3206
## synth_stat cells, types with 105 or more instances
master    count  area (um^2)
a32o_1      335         3350
mux2i_1     166         1660
a21oi_1    1570         7860
o21ai_0     709         3550
inv_1      3533        13300
o31ai_1     271         2030
xor2_1      469         4110
nor2b_1     771         4820
xnor2_1    2059        18000
fa_1        533        10700
ha_1       3290        41200
nor3_1      303         1520
nand3_1     317         1590
nand2_1     839         3150
nand2b_1    312         1950
dfxtp_1    3570        71500
o211ai_1    105          788
mux2_2      285         3210
clkbuf_1    452         1700
a21o_1      948         7120
nor2_1     2358         8850
o21bai_1    243         1820
No activity file was given, so power comes from the tool's default toggle rates.
